--- flow/constraint.sdc ---
current_design decoder

set clk_period 3.0
set clk_io_pct 0.2

create_clock -name clk0 -period $clk_period

set non_clock_inputs [all_inputs -no_clocks]
set_input_delay [expr $clk_period * $clk_io_pct] -clock clk0 $non_clock_inputs
set_output_delay [expr $clk_period * $clk_io_pct] -clock clk0 [all_outputs]
--- flow/design.v ---
module decoder (
    input [31:0] instr_i,       
    input wire load_ready_i,    
    output reg [3:0] alu_op_o,  
    output reg reg_write_o,     
    output reg branch_o,        
    output reg jump_o,          
    output reg jalr_o,          
    output reg pc_write_o,      
    output reg mem_read_o,      
    output reg mem_write_o,     
    output reg mem_to_reg_o,    
    output reg use_imm_o,       
    output reg ls_o,            
    output [4:0] rs1_o,         
    output [4:0] rs2_o,         
    output [4:0] rd_o,          
    output reg [12:0] imm_o,    
    output [2:0] funct3_o       
);
    wire [6:0] opcode_o = instr_i[6:0];                                                              
    assign rd_o = instr_i[11:7];                                                                     
    assign funct3_o = instr_i[14:12];                                                                
    assign rs1_o = instr_i[19:15];                                                                   
    assign rs2_o = instr_i[24:20];                                                                   
    wire [12:0] I_imm = {1'b0, instr_i[31:20]};                                                      
    wire [12:0] S_imm = {instr_i[31:25], instr_i[11:7]};                                             
    wire [12:0] B_imm = {instr_i[31], instr_i[7], instr_i[30:25], instr_i[11:8], 1'b0};              
    wire [20:0] J_imm = {instr_i[31], instr_i[19:12], instr_i[20], instr_i[30:21], 1'b0};            
    wire [6:0] funct7 = instr_i[31:25];                                                              
    always @(*) begin
        alu_op_o     = 4'bxxxx;  
        reg_write_o  = 1'b0;     
        branch_o     = 1'b0;     
        jump_o       = 1'b0;     
        pc_write_o   = 1'b1;     
        mem_read_o   = 1'b0;     
        mem_write_o  = 1'b0;     
        mem_to_reg_o = 1'b0;     
        imm_o        = I_imm;    
        use_imm_o    = 1'b0;     
        ls_o         = 1'b0;     
        jalr_o       = 1'b0;     
        case (opcode_o)
            7'b0010011: begin   
                reg_write_o = 1'b1;
                use_imm_o   = 1'b1;
                imm_o       = I_imm;
                case (funct3_o)
                    3'b000: alu_op_o = 4'b0000;  
                    3'b010: alu_op_o = 4'b0001;  
                    3'b011: alu_op_o = 4'b1001;  
                    3'b111: alu_op_o = 4'b0010;  
                    3'b110: alu_op_o = 4'b0011;  
                    3'b100: alu_op_o = 4'b0100;  
                    3'b001: alu_op_o = 4'b0101;  
                    3'b101: alu_op_o = 4'b0110;  
                endcase     
            end
            7'b0110011: begin   
                reg_write_o = 1'b1;
                case (funct3_o)
                    3'b000: alu_op_o = (funct7 == 7'b0100000) ? 4'b0111 : 4'b0000;  
                    3'b001: alu_op_o = 4'b0101;  
                    3'b010: alu_op_o = 4'b0001;  
                    3'b011: alu_op_o = 4'b1001;  
                    3'b100: alu_op_o = 4'b0100;  
                    3'b101: alu_op_o = (funct7 == 7'b0100000) ? 4'b1000 : 4'b0110;  
                    3'b110: alu_op_o = 4'b0011;  
                    3'b111: alu_op_o = 4'b0010;  
                endcase
            end
            7'b0100011: begin   
                alu_op_o    = 4'b0000;
                mem_write_o = 1'b1;
                imm_o       = S_imm;
                ls_o        = 1'b1;
                use_imm_o   = 1'b1;
                if(load_ready_i) begin 
                    ls_o         = 1'b0;
                    mem_write_o   = 1'b1;
                end
            end
            7'b0000011: begin   
                alu_op_o     = 4'b0000;
                reg_write_o  = 1'b1;
                mem_read_o   = 1'b1;
                mem_to_reg_o = 1'b1;
                imm_o        = I_imm;
                use_imm_o    = 1'b1;
                ls_o         = 1'b1;
                if(load_ready_i) begin 
                    ls_o         = 1'b0;
                    mem_read_o   = 1'b1;
                end
            end
            7'b1100011: begin   
                branch_o = 1'b1;
                imm_o    = B_imm;
                case (funct3_o)
                    3'b000: alu_op_o = 4'b0001;  
                    3'b001: alu_op_o = 4'b0001;  
                    3'b100: alu_op_o = 4'b1000;  
                    3'b101: alu_op_o = 4'b1011;  
                    3'b110: alu_op_o = 4'b1001;  
                    3'b111: alu_op_o = 4'b1010;  
                    default: ;
                endcase
            end
            7'b1101111: begin   
                jump_o = 1'b1;
                use_imm_o = 1'b1;
                imm_o = J_imm;
                reg_write_o = 1'b1;
            end
            7'b1100111: begin   
                jump_o = 1'b1;
                jalr_o = 1'b1;
                alu_op_o = 3'b000;
                use_imm_o = 1'b1;
                imm_o = J_imm;
                reg_write_o = 1'b1;
            end
            default: ;
        endcase
    end
endmodule
--- flow/run.sh ---
#!/bin/bash
# OpenROAD 26Q1-2900-gdf79404cd8, Yosys 0.63+post, stock flow scripts
make -C /OpenROAD-flow-scripts/flow DESIGN_CONFIG=/design/flow/config.mk WORK_HOME=/design/flow/orfs finish
--- flow/config.mk ---
export PLATFORM = sky130hd
export DESIGN_NAME = decoder
export DESIGN_NICKNAME = decoder
export VERILOG_FILES = /design/flow/design.v
export SDC_FILE = /design/flow/constraint.sdc
export NUM_CORES = 4
export LEC_CHECK = 1
export CORE_AREA = 10 10 70 70
export DIE_AREA = 0 0 80 80
==> changes_impl.md <==
## Flow update

- Status: completed
- Hold_sp: instr_i[15]
- Ant diodes: 0
- Worst setup SP type: primary input
- Synth cell types: 36
- Met3 Use GR: 0.0398
- Hold Path Class: in2out
- Final core occ: 0.381
- Internal power: 86.3 uW
- Port bufs: 67
- Die Width: 80 um
- FF+latch area: 0 um^2
- WL/cell: 13.5 um
- Post-layout minimum cycle time: 2.93 ns
- Filler Cells Inserted: 342
- CP Capture Type: output port
- Syn-to-layout area delta: 103%
- Post-synthesis mux area share: 0.0705
- Hold path endpoint: rs1_o[0]
- Routed vias: 829
- OpenROAD warning count: 33
- Initial Util: 0.187
- Final HPWL from detailed placement: 2.23 mm
- Crit path DRT: 2.40 ns
- Initial antenna violation count: 0
- Yosys Chip Area: 639 um^2
- Final Max Slew Viols: 0
- Busiest grt layer: met2
- FFs & Latches: 0
- Crit-path max FO: 3
- Met2 usage: 0.116
- Basic Gates by Area: 0.329
- Max Freq: 342 MHz
- Unrepaired setup endpoints after global routing: true
- Die y size: 80 um
- Vias in the first global route: 847
- Ys cells: 90
- Row cnt: 21
- Combinational Area: 418 um^2
- Fin Setup TNS: 0 ns
- LEAKAGE: 0.000577 uW
- # clk buffers: 0
- Overall routing resource usage: 0.0739
- Max-cap violations: 0
- # setup viols final: 0
- Synth Seq Share: 0
- # DRC: 0
- Met1 Usage GRT: 0.0904
- Reg power frac: 0
- Chip area: 6400 um^2
- Largest net degree at the start of global routing: 8
- Placement Cell Area: 1260 um^2
- Hold depth: 0
- Vias/cell: 4.27
- Xor/xnor share of the synthesized area: 0
- WL final: 2.61 mm
- Ports: 78
- Power per cell area: 93.8 nW/um^2
- Synth Area in Compound Gates: 0.239
- Mean Syn Cell Area: 7.10 um^2
- DRC violation total after the first TritonRoute iteration: 30
- Drt first pass iters: 4
- Psw: 35.6 uW
- Period utilization: 0.976
- Post-route ant nets: 0
- Syn Inst Count: 90
- Final worst slack: 0.0720 ns
- First-pass GRT wire length: 3.97 mm
- Post-CTS Hold Buffers: 0
- Gr ovfl total: 0
- Syn Std Cell Area: 639 um^2
- Gp weighted congestion: 0.799
- Placement Setup Slack: -0.356 ns
- Combinational fraction of design power: 1.000
- Adder Share, Synth: 0
- Ratio of cells with drive above 1 in the final layout: 0.250
- Setup Crit Path Kind: in2out
- Max VDD drop: 35.8 uV
- Dominant combinational family: buffers and inverters
- Yosys warns: 1
- Final Cell Area: 1300 um^2
- Hold Fails Final Rpt: 0
- Clock power frac: 0
- Switching share of power: 0.292
- Worst hold slack: 1.20 ns
- Crit path DAT: 2.33 ns
- CORE AREA: 3420 um^2
## power groups by stage
stage	registers [uW]	clock network [uW]	logic, uW
final	0	0	122
after global routing	0	0	133
after CTS	0	0	124
## per-layer routing
layer | wire length, um | share of wire
met5 | 0 | 0
met4 | 18 | 0.0069
met3 | 437 | 0.17
met2 | 1120 | 0.43
met1 | 1040 | 0.40
## cell type report
type | count | area share
inverter | 4 | 0.0125
multi-input combinational | 58 | 0.321
tap | 46 | 0.0443
timing repair buffer | 86 | 0.622
## worst max path at each step
stage | startpoint | endpoint | slack, ns | cells past startpoint
CTS | instr_i[2] | imm_o[1] | 0.01 | 6
global route | instr_i[27] | alu_op_o[3] | -0.03 | 7
finish | instr_i[27] | alu_op_o[3] | 0.07 | 7
## critical path, stage by stage
cell and delay [ns]:
dlygate4sd2_1 0.24, or4b_4 0.54, nor4_4 0.22, a21oi_1 0.10, nand4b_1 0.20, a31oi_1 0.20, dlygate4sd2_1 0.23
## what timing repair did
action	in CTS	in global routing
buffers inserted	4	1
gates resized	17	6
endpoints found under the setup margin	7	11
pin swaps	8	4
## logic make-up (layout without fill, tap and decap cells)
family / after synthesis / after routing
AND-OR/OR-AND: 22 / 22
multiplexers: 4 / 4
buffers and inverters: 32 / 90
AND/OR/NAND/NOR: 31 / 31
other: 1 / 1
## synth_stat cells (2+ instances only)
cell type / n / area, um^2
a21oi_1: 5 / 25.0
and2b_1: 2 / 15.0
buf_4: 26 / 195
inv_1: 3 / 11.3
mux2_2: 4 / 45.0
nand2_1: 6 / 22.5
nand2b_1: 3 / 18.8
nor2_1: 6 / 22.5
nor3_1: 2 / 10.0
o21ai_0: 7 / 35.0
## per-stage QoR
| stage | power [uW] | instances |
|---|---|---|
| 2_1_floorplan | 44.1 | 90 |
| 3_3_place_gp | 129 | 189 |
| 3_5_place_dp | 129 | 189 |
| 4_1_cts | 124 | 193 |
| 5_1_grt | 133 | 194 |
| 6_report | 122 | 194 |
## cell usage in the layout, fill, tap and decap left out, types with 2 or more instances in the layout
cell type / synthesis / final
a21oi_1: 5 / 4
and2b_1: 2 / 2
buf_2: 1 / 2
buf_4: 26 / 18
clkdlybuf4s50_1: 0 / 53
dlygate4sd2_1: 0 / 7
dlymetal6s2s_1: 0 / 4
inv_1: 3 / 3
mux2_2: 4 / 4
nand2_1: 6 / 6
nand2b_1: 3 / 3
nor2_1: 6 / 6
nor3_1: 2 / 2
o21ai_0: 7 / 6
Power and IR drop assume default switching activity.
