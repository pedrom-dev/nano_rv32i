[flow/design.v]
module alu (
    input [31:0] a_i,         
    input [31:0] b_i,          
    input [3:0] alu_op_i,      
    output reg [31:0] result_o, 
    output reg zero_o
);
    always @(*) begin
        result_o = 32'b0;
        case (alu_op_i) 
            4'b0000: result_o = a_i + b_i;    
            4'b0001: result_o = a_i - b_i;    
            4'b0010: result_o = a_i & b_i;    
            4'b0011: result_o = a_i | b_i;    
            4'b0100: result_o = a_i ^ b_i;    
            4'b0101: result_o = a_i << b_i[4:0];  
            4'b0110: result_o = a_i >> b_i[4:0];  
            4'b0111: result_o = $signed(a_i) >>> b_i[4:0];  
            4'b1000: result_o = ($signed(a_i) < $signed(b_i)) ? 32'b1 : 32'b0;
            4'b1001: result_o = a_i < b_i ? 32'b1 : 32'b0;
            4'b1010: result_o = a_i >= b_i ? 32'b1 : 32'b0; 
            4'b1011: result_o = ($signed(a_i) >= $signed(b_i)) ? 32'b1 : 32'b0; 
            default: ;
        endcase
        zero_o = (result_o == 32'b0) ? 1'b1 : 1'b0;
    end
endmodule
[flow/run.sh]
#!/bin/bash
# OpenROAD 26Q1-2900-gdf79404cd8, Yosys 0.63+post, stock flow scripts
make -C /OpenROAD-flow-scripts/flow DESIGN_CONFIG=/design/flow/config.mk WORK_HOME=/design/flow/orfs finish
[flow/config.mk]
export PLATFORM = sky130hd
export DESIGN_NAME = alu
export DESIGN_NICKNAME = alu
export VERILOG_FILES = /design/flow/design.v
export SDC_FILE = /design/flow/constraint.sdc
export NUM_CORES = 4
export LEC_CHECK = 1
export CORE_UTILIZATION = 40
[flow/constraint.sdc]
current_design alu

set clk_period 25.0
set clk_io_pct 0.2

create_clock -name clk0 -period $clk_period

set non_clock_inputs [all_inputs -no_clocks]
set_input_delay [expr $clk_period * $clk_io_pct] -clock clk0 $non_clock_inputs
set_output_delay [expr $clk_period * $clk_io_pct] -clock clk0 [all_outputs]
==> impl_metrics.tcl <==
# collected from the flow reports
set metrics [dict create \
    timing.final.crit_share_pct 61.6 \
    leakagePower_nw 4.24 \
    io_buffer_count 101 \
    tns_ps 0 \
    flop-count 0 \
    startpoint_type "primary input" \
    drv_slew 0 \
    warnings 98 \
    nClkBuffers 0 \
    outcome "complete, no violations" \
    top_area_cell "ha_1" \
    rsz0062_at_grt "false" \
    areaGrowthSynthToFinish_pct 12.2 \
    routedWlPerCell_um 29.0 \
    drtIter0Drc 1542 \
    postSynthCellCount 1393 \
    topCellsByArea "ha_1, a21oi_1, nor2_1" \
    num_io_pins 101 \
    crit_chain "buf_2, buf_4, clkinv_1, buf_4, ha_1, nor2b_1, o211ai_1, a21oi_1, o21ai_0, a211oi_1, mux2i_1, o2111ai_1, or4_1, a311oi_1, and4_1, and4b_1, clkdlybuf4s50_1" \
    fill_cells 2415 \
    drv_cap 0 \
    postCtsSetupBuffers 0 \
    cts_resized 0 \
    power.share.switching_pct 62.3 \
    drtAntennaViolNets 0 \
    synth.avg_cell_area_um2 6.80 \
    grt_pass1_vias 11000 \
    grt_pass1_wl_um 74000 \
    ys_cells 1393 \
    hold_viol_final 0 \
    synth_area_um2 9480 \
    dieArea_um2 24300 \
    worst_slack_ps 9610 \
    worstPathArrival_ps 10390 \
    ys_warn_count 1 \
    overflow 0 \
    slowest_delay_ps 620 \
    power.switching_mw 0.160 \
    antenna_found_initial 2 \
    p_int_mw 0.0966 \
    firstDrtPassIters 7 \
    netlist.area_leader.share_pct 12.9 \
    ys_area_um2 9480 \
    worstSetupPathType "in2out" \
    gp_congestion 1.07 \
    peakVddDrop_uv 10.9 \
    slew-limit-headroom_pct 33.5 \
    place_ws_ps 9750 \
    synth_seq_share_pct 0 \
    setup_violations 0 \
    cts.hold.buffers_added 0 \
    crit_required_ps 20000 \
    hpwlAfterDp_um 39700 \
    ys_types 86 \
    hp-class "in2out" \
    fp_util_pct 41.4 \
    fp.coreArea_um2 22900 \
    worstPathMaxFanout 48 \
    grt_max_degree 56 \
    grt_use_total_pct 42.0 \
    powerDensity_nw_per_um2 24.1 \
    worstMarginPinSlew_ps 994 \
    routed-via-count 12100 \
    fmax_mhz 65.0 \
    wirelength_um 50400 \
    drc 0 \
    dieWidth_um 156 \
    end_kind "output port" \
    vias_per_cell 6.96 \
    regArea_um2 0 \
    cp_slowest_cell "or4_1" \
    cp_common_cell "buf_4" \
    die_h_um 156 \
    period_needed_ps 15390 \
    num_rows 55 \
    drive_gt1_share_pct 9.01 \
]
-- critical path: cells and delay by family --
family	cells	cell delay (ps)
compound gates	6	1920
buf+inv	5	1420
mux	1	240
fa+ha+maj	1	540
simple gates	4	1250
-- power groups by stage --
stage | Combinational (mW) | Sequential [mW] | Clock [mW]
4_1_cts | 0.248 | 0 | 0
5_1_grt | 0.271 | 0 | 0
-- Yosys cell counts (15+ instances only) --
library cell / count
nor3_1: 42
o22ai_1: 28
ha_1: 98
inv_1: 90
o21ai_0: 85
mux4_2: 22
nand2b_1: 15
a211oi_1: 26
nand3_1: 30
buf_2: 16
nor4_1: 15
a21oi_1: 124
mux2i_1: 49
mux2_2: 34
a31oi_1: 21
a22oi_1: 21
o211ai_1: 37
nor2b_1: 19
nor2_1: 148
clkbuf_1: 72
nand2_1: 118
-- per-stage QoR --
stage	instance area (um^2)	util, %	hold slack, ps	power [mW]	std cells
6_report	10600	46.4	11330	0.256	1735
5_1_grt	10600	46.4	11360	0.271	1734
4_1_cts	10600	46.4	11310	0.248	1734
3_5_place_dp	10600	46.4	11300	0.246	1734
3_3_place_gp	10600	46.4	11310	0.249	1734
2_1_floorplan	9480	-	10290	0.148	1393
-- routing by layer --
| metal | share of wire [%] | GRT usage, % |
|---|---|---|
| met2 | 43 | 62.2 |
| met4 | 3.4 | 12.3 |
| met3 | 10 | 7.13 |
| met5 | 0.026 | 0 |
| met1 | 44 | 62.3 |
-- layout by cell type (no fill, tap or decap), drive strengths merged, types with 19 or more instances in the layout --
cell and n:
a21oi 124, buf 35, clkdlybuf4s50 97, nor2 148
inv 92, nor2b 19, a22oi 21, ha 98
nor3 43, nand3 30, nand2 118, a211oi 26
mux4 30, o21ai 87, o211ai 37, a31oi 21
mux2 34, mux2i 49, o22ai 30
-- final timing paths --
kind / from / slack [ps] / cells past startpoint / end
max: b_i[2] / 9610 / 17 / zero_o
min: b_i[2] / 11330 / 6 / result_o[1]
-- cell type report --
cell class | instances | area [um^2] | area share (%)
inverters | 94 | 353 | 3.32
multi-input cells | 1195 | 8660 | 81.4
diodes | 1 | 2.50 | 0.0235
repair buffers | 132 | 1230 | 11.5
well taps | 313 | 392 | 3.68
-- cells by family after synthesis --
logic type / Yosys count / synth area share [%]
compound gates: 499 / 35.7
simple gates: 471 / 24.3
buf+inv: 198 / 8.85
mux: 113 / 16.7
fa+ha+maj: 100 / 13.4
xor+xnor: 12 / 1.11
Power and IR drop assume default switching activity.
